--- design/flow/config.mk ---
export PLATFORM = sky130hd
export DESIGN_NAME = RegisterFile
export DESIGN_NICKNAME = RegisterFile
export VERILOG_FILES = /design/flow/design.v
export SDC_FILE = /design/flow/constraint.sdc
export NUM_CORES = 4
export LEC_CHECK = 1
export CORE_UTILIZATION = 40
--- design/flow/run.sh ---
#!/bin/bash
# OpenROAD 26Q1-2900-gdf79404cd8, Yosys 0.63+post, stock flow scripts
make -C /OpenROAD-flow-scripts/flow DESIGN_CONFIG=/design/flow/config.mk WORK_HOME=/design/flow/orfs finish
--- design/flow/design.v ---
`timescale 1ns/1ps
module RegisterFile #(
    parameter WIDTH = 32,
    parameter DEPTH = 32,
    parameter ADDR_W = $clog2(DEPTH)
)(
    input                   clk,
    input                   rst,         
    input                   we,          
    input      [ADDR_W-1:0] waddr,
    input      [WIDTH-1:0]  wdata,
    input      [ADDR_W-1:0] raddr1,
    input      [ADDR_W-1:0] raddr2,
    output     [WIDTH-1:0]  rdata1,
    output     [WIDTH-1:0]  rdata2
);
    reg [WIDTH-1:0] mem [0:DEPTH-1];
    integer i;
    always @(posedge clk) begin
        if (rst) begin
            for (i = 0; i < DEPTH; i = i + 1) begin
                mem[i] <= {WIDTH{1'b0}};
            end
        end else if (we && (waddr != {ADDR_W{1'b0}})) begin
            mem[waddr] <= wdata;
        end
        mem[0] <= {WIDTH{1'b0}};
    end
    assign rdata1 = (raddr1 == {ADDR_W{1'b0}}) ? {WIDTH{1'b0}} : mem[raddr1];
    assign rdata2 = (raddr2 == {ADDR_W{1'b0}}) ? {WIDTH{1'b0}} : mem[raddr2];
endmodule
--- design/flow/constraint.sdc ---
current_design RegisterFile

set clk_period 18.2
set clk_io_pct 0.2

create_clock -name clk0 -period $clk_period [get_ports {clk}]

set non_clock_inputs [all_inputs -no_clocks]
set_input_delay [expr $clk_period * $clk_io_pct] -clock clk0 $non_clock_inputs
set_output_delay [expr $clk_period * $clk_io_pct] -clock clk0 [all_outputs]
==> results.sh <==
# flow metrics
export IMPL_synth_lib_cells_used_distinct=47
export IMPL_critical_path_max_fanout=53
export IMPL_regMostFlops="mem"
export IMPL_tritoncts_num_buffers=106
export IMPL_log_warning_count=26
export IMPL_met2_usage=0.407
export IMPL_yosysWarnings=1
export IMPL_viasPerCell=6.00
export IMPL_fin_crit_sh=0.645
export IMPL_dp_cells=5185
export IMPL_worstSetupStartpointType="input port"
export IMPL_max_slew_worst_pin_slew_ps=1210
export IMPL_fp_dieArea_um2=136000
export IMPL_die_h_um=369
export IMPL_h_tree_depth=3
export IMPL_ctsResizeCount=0
export IMPL_enable_flop_cells=992
export IMPL_global_route_usage_total=0.288
export IMPL_drt_iter0_drc=2011
export IMPL_critPathArrivalTime_ps=8100
export IMPL_io_buffer_count=113
export IMPL_drtPass1Iterations=23
export IMPL_finalHoldViolations=0
export IMPL_clk_pin_slew_worst_paths_ps=60
export IMPL_relSlewSlack=0.191
export IMPL_wirelength_mm=178
export IMPL_worstSetupPathType="in -> out"
export IMPL_setup_violations_final=0
export IMPL_place_detailed_hpwl_mm=103
export IMPL_routedWlPerCell_um=33.0
export IMPL_fp_util=0.404
export IMPL_most_utilized_layer_in_the_global_route_result="met2"
export IMPL_layout_drive_gt1_share=0.248
export IMPL_overflow_left_after_global_routing=0
export IMPL_grt_start_max_net_pins=92
export IMPL_total_cells_reported_by_yosys_after_synthesis=3501
export IMPL_die_x_um=369
export IMPL_yosys_most_used_dff="sky130_fd_sc_hd__edfxtp_1"
export IMPL_globalRouteMet1Util=0.348
export IMPL_drc=0
export IMPL_finalNonFillerCells=5389
export IMPL_tritoncts="built"
export IMPL_post_synth_cell_area_avg_um2=15.4
export IMPL_async_set_or_reset_register_ratio_after_synthesis=0
export IMPL_setup_tns_final_ps=0
export IMPL_ys_ff=1024
export IMPL_final_hold_worst_slack_ps=3880
export IMPL_yosys_stat_chipArea_um2=54000
export IMPL_worst_hold_path_num_cells=3
export IMPL_clock_fmax_mhz=85.2
export IMPL_use_met3=0.219
export IMPL_ff_latch_area_um2=30400
export IMPL_yosys_top_cells_area="sky130_fd_sc_hd__edfxtp_1 (55%), sky130_fd_sc_hd__mux4_2 (20%), sky130_fd_sc_hd__and2_1 (12%), sky130_fd_sc_hd__mux2i_1 (2.9%), sky130_fd_sc_hd__clkbuf_1 (1.9%)"
export IMPL_drtAntennaViolNets=0
export IMPL_largest_reg_flops=1024
export IMPL_timing_critical_path_to_type="output pin"
export IMPL_timing_max_transition_violations_final=0
export IMPL_crit_required_ps=14560
export IMPL_clock_sinks=1024
export IMPL_dominant_cell_area_share=0.552
export IMPL_cts_root_buffer="sky130_fd_sc_hd__clkbuf_16"
export IMPL_first_global_vias=35000
export IMPL_final_fill_count=11300
export IMPL_synth_area_leader_cell="sky130_fd_sc_hd__edfxtp_1"
export IMPL_post_synthesis_cell_count=3501
export IMPL_max_clock_path_buffers=3
export IMPL_place_area_um2=57100
export IMPL_reg_largest_list="mem: 1024 flops"
export IMPL_areaGrowthSynthToFinish_pct=12.1
export IMPL_finalCoreUtilization=0.453
export IMPL_vdd_ir_drop_max_mv=0.0780
export IMPL_rsz0062_at_grt="no"
export IMPL_gp_routability_congestion=0.911
export IMPL_postSynthSeqShare=0.564
export IMPL_period_needed_ps=11740
export IMPL_status="finished, final reports clean"
export IMPL_syn_cell_area_um2=54000
export IMPL_total_core_area_um2=134000
export IMPL_worstHoldPathType="in -> reg"
export IMPL_post_cts_buffers=0
export IMPL_cts_hold_buffers_added=0
export IMPL_powerDensity_nw_per_um2=93.2
export IMPL_num_rows=134
export IMPL_multiInputGateArea_um2=22100
export IMPL_number_of_antenna_violations_at_the_first_check_in_global_routing=3
export IMPL_timing_max_cap_violations=0
export IMPL_grt_first_pass_wirelength_mm=253
export IMPL_via_count=32300
export IMPL_floorplan_io_pins=114
export IMPL_total_leakage_power_nw=20.6
export IMPL_fin_area_um2=60500
## synthesized netlist by cell type (all sizes together) (2+ instances only)
cell type,number
o211a,3
o211ai,3
mux4,470
nand2b,7
a211oi,32
a22oi,19
nor2,36
or3b,4
nor4,5
o22ai,79
mux2,33
a2111oi,27
buf,106
nor3,54
or3,2
nand3b,5
and3,2
nand3,4
a32o,4
o221ai,27
edfxtp,992
dfxtp,32
and2,995
a221oi,2
nor2b,10
a22o,51
mux2i,156
nand2,8
a21oi,12
or2,33
clkbuf,279
## worst paths after layout
kind	startpoint	end	slack [ps]
setup / recovery	raddr2[0]	rdata2[0]	6460
hold / removal	wdata[19]	mem[11][19]$_SDFFCE_PN0P_	3880
## where the power goes
part,internal (mW),switching (mW)
Combinational,0.305,0.382
Sequential,2.71,0.0631
Clock,1.24,0.931
## area by class of cell
type	count	share of cell area
Clock buffer	150	0.0481
Sequential cell	1024	0.503
Multi-Input combinational cell	2122	0.365
Tap cell	1768	0.0366
Clock inverter	48	0.00823
Inverter	1	0.0000621
Timing Repair Buffer	270	0.0389
Antenna cell	6	0.000248
## worst max-delay path, stage by stage
cell	delay [ps]
sky130_fd_sc_hd__buf_8	480
sky130_fd_sc_hd__buf_4	640
sky130_fd_sc_hd__buf_4	610
sky130_fd_sc_hd__buf_4	470
sky130_fd_sc_hd__nor4b_4	180
sky130_fd_sc_hd__buf_4	320
sky130_fd_sc_hd__nor3_1	970
sky130_fd_sc_hd__clkdlybuf4s50_1	640
## through the flow
step / setup slack (ps) / power, mW
2_1_floorplan: 9350 / 3.20
3_3_place_gp: 6370 / 3.50
3_5_place_dp: 6470 / 3.50
4_1_cts: 6450 / 5.66
5_1_grt: 6050 / 5.79
6_report: 6460 / 5.63
## per-layer routing
layer	vias to the layer above	wire [µm]
li1	13600	-
met1	15900	58200
met2	2437	80500
met3	379	32000
met4	10	7300
met5	-	151
## cells by family (layout without fill, tap and decap cells)
kind of cell	Yosys count	after routing	synth area share
AND-OR/OR-AND	261	261	0.0377
flip-flops	1024	1024	0.564
multiplexers	659	659	0.232
buffers and inverters	386	469	0.0332
AND/OR/NAND/NOR	1170	1170	0.133
other	1	38	0.0000695
## layout by cell type (no fill, tap or decap), types with 33 or more instances in the layout
master,count
sky130_fd_sc_hd__nor3_1,54
sky130_fd_sc_hd__clkdlybuf4s50_1,105
sky130_fd_sc_hd__mux4_2,470
sky130_fd_sc_hd__edfxtp_1,992
sky130_fd_sc_hd__o22ai_1,79
sky130_fd_sc_hd__mux2i_1,156
sky130_fd_sc_hd__a22o_1,51
sky130_fd_sc_hd__or2_2,33
sky130_fd_sc_hd__clkbuf_16,108
sky130_fd_sc_hd__mux2_2,33
sky130_fd_sc_hd__and2_1,994
sky130_fd_sc_hd__buf_4,156
sky130_fd_sc_hd__clkbuf_1,37
Power and IR drop assume default switching activity.
