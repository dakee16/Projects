### flow/config.mk
export PLATFORM = sky130hd
export DESIGN_NAME = FSM
export DESIGN_NICKNAME = FSM
export VERILOG_FILES = /design/flow/design.v
export SDC_FILE = /design/flow/constraint.sdc
export NUM_CORES = 4
export LEC_CHECK = 1
export CORE_AREA = 10 10 70 70
export DIE_AREA = 0 0 80 80
### flow/constraint.sdc
current_design FSM

set clk_period 1.0
set clk_io_pct 0.2

create_clock -name clk0 -period $clk_period [get_ports {clk}]

set non_clock_inputs [all_inputs -no_clocks]
set_input_delay [expr $clk_period * $clk_io_pct] -clock clk0 $non_clock_inputs
set_output_delay [expr $clk_period * $clk_io_pct] -clock clk0 [all_outputs]
### flow/design.v
`timescale 1ns/1ps
module FSM (
    input  clk,
    input  rst,    
    input  din,    
    output reg found  
);
    typedef enum reg [2:0] {
        S0   = 3'd0,  
        S1   = 3'd1,  
        S10  = 3'd2,  
        S101 = 3'd3,  
        S1011= 3'd4   
    } state_t;
    state_t state, next;
    always @* begin
        next = state;
        case (state)
            S0:    next = din ? S1   : S0;
            S1:    next = din ? S1   : S10;
            S10:   next = din ? S101 : S0;
            S101:  next = din ? S1011: S10;
            S1011: next = din ? S1   : S10;  
            default: next = S0;
        endcase
    end
    always @(posedge clk) begin
        if (rst) state <= S0;
        else     state <= next;
    end
    always @* begin
        found = (state == S1011);
    end
endmodule
### flow/run.sh
#!/bin/bash
# OpenROAD 26Q1-2900-gdf79404cd8, Yosys 0.63+post, stock flow scripts
make -C /OpenROAD-flow-scripts/flow DESIGN_CONFIG=/design/flow/config.mk WORK_HOME=/design/flow/orfs finish
==> run summary <==
clk buf depth: 2
H-Tree Depth: 1
status: completed
biggest regs: state x5
yosys stat area: 161 um^2
drt pass-1 iters: 2
r2r endpoint: state[3]$_DFF_P_
initial antenna violation count: 0
Worst-Skew Late Latency: 0.25 ns
achievable frequency: 1.06 GHz
RSZ-0062 raised after global routing: false
crit start category: flop
area post-placement: 256 um^2
Finished Core Util: 0.0828
Avg Vias per Cell: 1.84
Ports: 4
area growth from synthesis to layout: 75.2%
Yosys warning count: 1
setup_tns: 0 ns
final worst slack: 0.0524 ns
cycle use final: 0.948
flip-flop and latch area: 100 um^2
row cnt: 21
Peak supply drop: 0.742 mV
pin count of the biggest net entering global routing: 6
most flop-heavy register: state
Wirelength per Cell: 5.93 um
final hold vios: 0
CTS Buf Count: 3
Netlist Area Pre-Place: 161 um^2
first-pass GRT wire length: 641 um
DR vias: 123
Least-Margin Pin Slew: 0.182 ns
Reg2Reg Launch Point: state[1]$_DFF_P_
vias in the first global route: 134
GRT Residual Overflow: 0
clk_skew: 0.00355 ns
ant diodes: 0
CP max stage delay: 0.32 ns
HPWL after detailed placement: 287 um
Yosys cell types: 7
pre-CTS WS: -0.0672 ns
Leakage Power: 0.000105 uW
post-route cell area: 283 um^2
min-delay src: state[4]$_DFF_P_
Root Driver: clkbuf_4
Overall Power: 480 uW
Slowest-stage cell, CP: dfxtp_1
Power Density: 1700 nW/um^2
arrival time worst endpoint: 0.75 ns
CTS tree: done
layout cells sized above 1: 0.286
number of synthesized register bits: 5
WP buf/inv: 1
Die Span X: 80 um
tool warnings: 25
Relative slew margins: 0.878
FF-to-FF path depth: 3
die footprint: 6400 um^2
core area: 3420 um^2
worst-path maximum fanout: 2
most used logic cell in the final layout: dfxtp_1
Mapped Cells: 13
syn_area_per_cell: 12.4 um^2
ys cells: 13
total wire length: 397 um
Hold Crit Depth: 1
most numerous logic cells after layout: dfxtp_1 (5), clkbuf_4 (3), nor3_1 (2), and3b_1 (2), clkdlybuf4s50_1 (2)
Pins Over Slew Limit: 0
worst hold path type: flop to flop
Comb area: 61.3 um^2
fp_density: 0.0473
max cap viols: 0
Post-synth seq share: 0.620
max reg flops: 5
clock sinks: 5
reg-to-reg slack, setup: 0.21 ns
Reg clk slew, reported paths: 0.05 ns
DRC violation count after routing: 0
Min-Delay Endpoint: state[1]$_DFF_P_
Critical path origin: state[1]$_DFF_P_
critical path endpoint category: primary output
crit path time final: 0.948 ns
number of port buffers: 3
post-route ant nets: 0
Die Height: 80 um
GRT Util Overall: 0.0134
routability cong.: 0.664
CP delay by family, top: flip-flops
critical path type: flop to primary output
DRT iter0 DRCs: 1
Cell Chain, Critical Path: clkdlybuf4s15_1
Fillers: 411
Critical Path RT: 0.80 ns
final setup fails: 0
[Yosys cell counts (all sizes together)]
cell type  number  area share
nor3            3        0.12
o21bai          1       0.047
nor2            1       0.023
and3b           2        0.11
nor3b           1       0.078
dfxtp           5        0.62
[through the flow]
step	hold WS, ns	cells
detailed placement	0.477	63
floorplan	0.270	13
finish	0.489	67
global route	0.523	67
CTS	0.490	67
global placement	0.465	63
[cells by family (layout without fill, tap and decap cells)]
logic type | count (synthesis) | in the layout | share of synthesized area
AND/OR/NAND/NOR | 7 | 7 | 0.333
flip-flops | 5 | 5 | 0.620
AND-OR/OR-AND | 1 | 1 | 0.0465
buffers and inverters | 0 | 8 | 0
[layout make-up]
| class | instances | area share |
|---|---|---|
| clock buffer | 4 | 0.0929 |
| timing repair buffer | 4 | 0.133 |
| multi-input combinational | 8 | 0.217 |
| tap | 46 | 0.204 |
| sequential | 5 | 0.354 |
[layer usage]
metal / vias up / part of all wire / GRT usage
met5: - / 0 / 0
met1: 54 / 0.59 / 0.0186
li1: 62 / - / -
met4: 0 / 0 / 0.00176
met2: 7 / 0.27 / 0.0120
met3: 0 / 0.14 / 0.0159
[how the worst max path moves through the flow]
| stage | end | slack [ns] | depth (start not counted) |
|---|---|---|---|
| after CTS | found | 0.03 | 1 |
| after global routing | found | 0.02 | 1 |
| final | found | 0.05 | 1 |
[timing repair]
action | in CTS | in global routing
resized | 2 | 0
hold buffers | 0 | 0
endpoints found under the hold margin | 0 | 0
buffers inserted | 0 | 0
endpoints found under the setup margin | 1 | 0
[report_power, final]
group | total, uW | switching (uW) | leakage [uW] | internal, uW
clock | 243 | 91.9 | 0.0000150 | 151
sequential | 212 | 4.72 | 0.0000409 | 207
combinational | 25.4 | 10.1 | 0.0000489 | 15.3
total | 480 | 107 | 0.000105 | 374
Power and IR drop assume default switching activity.
