<file path="./run.sh">
#!/bin/bash
# OpenROAD 26Q1-2900-gdf79404cd8, Yosys 0.63+post, stock flow scripts
make -C /OpenROAD-flow-scripts/flow DESIGN_CONFIG=/design/flow/config.mk WORK_HOME=/design/flow/orfs finish
</file>
<file path="./design.v">
`timescale 1ns/1ps
module ALU #(
    parameter WIDTH = 32
)(
    input      [WIDTH-1:0] a,
    input      [WIDTH-1:0] b,
    input      [3:0]       alu_op,
    output reg [WIDTH-1:0] y,
    output                  zero,
    output reg              carry,
    output reg              overflow
);
    wire [WIDTH-1:0] b_neg = ~b + {{(WIDTH-1){1'b0}},1'b1};  
    wire [WIDTH-1:0] sum_add;
    wire [WIDTH-1:0] sum_sub;
    wire             carry_add;
    wire             carry_sub;
    assign {carry_add, sum_add} = {1'b0, a} + {1'b0, b};
    assign {carry_sub, sum_sub} = {1'b0, a} + {1'b0, b_neg};
    always @* begin
        y        = {WIDTH{1'b0}};
        carry    = 1'b0;
        overflow = 1'b0;
        case (alu_op)
            4'b0000: begin  
                y        = sum_add;
                carry    = carry_add;
                overflow = (a[WIDTH-1] == b[WIDTH-1]) && (y[WIDTH-1] != a[WIDTH-1]);
            end
            4'b0001: begin  
                y        = sum_sub;
                carry    = ~carry_sub;  
                overflow = (a[WIDTH-1] != b[WIDTH-1]) && (y[WIDTH-1] != a[WIDTH-1]);
            end
            4'b0010: y = a & b;                      
            4'b0011: y = a | b;                      
            4'b0100: y = a ^ b;                      
            4'b0101: y = a << b[$clog2(WIDTH)-1:0];  
            4'b0110: y = a >> b[$clog2(WIDTH)-1:0];  
            4'b0111: y = $signed(a) >>> b[$clog2(WIDTH)-1:0];  
            4'b1000: y = ($signed(a) < $signed(b)) ? {{(WIDTH-1){1'b0}},1'b1} : {WIDTH{1'b0}};  
            4'b1001: y = (a < b) ? {{(WIDTH-1){1'b0}},1'b1} : {WIDTH{1'b0}};  
            default: y = {WIDTH{1'b0}};
        endcase
    end
    assign zero = (y == {WIDTH{1'b0}});
endmodule
</file>
<file path="./config.mk">
export PLATFORM = sky130hd
export DESIGN_NAME = ALU
export DESIGN_NICKNAME = ALU
export VERILOG_FILES = /design/flow/design.v
export SDC_FILE = /design/flow/constraint.sdc
export NUM_CORES = 4
export LEC_CHECK = 1
export CORE_UTILIZATION = 40
</file>
<file path="./constraint.sdc">
current_design ALU

set clk_period 27.2
set clk_io_pct 0.2

create_clock -name clk0 -period $clk_period

set non_clock_inputs [all_inputs -no_clocks]
set_input_delay [expr $clk_period * $clk_io_pct] -clock clk0 $non_clock_inputs
set_output_delay [expr $clk_period * $clk_io_pct] -clock clk0 [all_outputs]
</file>
==> reports/qor.csv <==
metric,value,unit
number of endpoints failing setup at the final stage,0,
Worst Hold Path Cells,6,
count of flip-flops and latches,0,
sequential cell area fraction in the yosys report,0,%
share of total power in the clock network,0,%
cell area after technology mapping,11200,um2
most used logic cell in the final layout,nor2_1,
post-DR wirelength/cell,29.5,um
switching component of the power,169,uW
setup fix buffers added after clock tree synthesis,0,
total routed wirelength,60000,um
gate count of the mapped netlist,1630,
Crit-path slowest cell,a2111oi_0,
number of hold violations in the final report,0,
"Min Clock Period, post-route",17220,ps
nature of the critical path startpoint,input port,
count of instances resized after the clock tree is built,0,
power per unit of standard cell area,21.4,nW/um2
chip footprint,28600,um2
DRC violations left,0,
Crit path top cell by count,or4_1,
register cell area after layout,0,um2
via density per instance,6.90,
result of the run,finished clean,
vertical extent of the die,169,um
RSZ-0062 raised after global routing,false,
via count of the first global-routing pass,12900,
Post-Route Hold Slack,12070,ps
type of the most critical hold path,input port to output port,
fraction of final layout cells with drive strength greater than 1,7.58,%
switching part of the total power,63.2,%
global-route wire length before repair,86800,um
pre-placement core utilization,41.2,%
part of the power in combinational logic,100.0,%
total routing resource utilization after global routing,41.8,%
cycle use final,63.3,%
drt initial violations,1855,
number of standard-cell rows in the floorplan,60,
I/O pin count,103,
Total Negative Setup Slacks,0,ps
number of unique standard cell types used by synthesis,90,
syn_area_per_cell,6.86,um2
Max Cap Viol,0,
beginning of the worst hold path,b[2],
sequential share of power,0,%
slew margin rel.,32.3,%
overflow left after global routing,0,
data required time at the worst endpoint,21760,ps
number of warnings issued by yosys,1,
dominant logic cell types in the final layout,"nor2_1 (163), nand2_1 (153), ha_1 (134), a21oi_1 (132), clkdlybuf4s50_1 (98)",
core footprint,27200,um2
pin count of the biggest net entering global routing,54,
sort of element at the end of the critical path,output port,
number of nets still failing antenna checks after routing,0,
cells traversed along the worst timing path,clkdlybuf4s50_1 > inv_2 > nand3_1 > or4_1 > or4_1 > or4_1 > nor3_1 > nand4_1 > xnor2_1 > ha_1 > nand2_1 > o21a_1 > nand4_1 > o31ai_1 > a2111oi_0 > o211ai_1 > nor4_1 > nand4b_1 > nor4b_2 > clkdlybuf4s50_1,
Post-DP HPWL,47300,um
internal portion of total power,98.8,uW
CP max stage delay,560,ps
number of gates on the worst path with buffers counted,20,
highest ir drop seen on vdd,10.9,uV
leakage power total,0.00513,uW
number of cell instances after yosys synthesis,1630,
Crit path max-delay family,simple AND/OR/NAND/NOR gates,
number of optimization iterations in the first detailed-route pass,6,
final tally of max-slew violations,0,
YS chip area,11200,um2
PortBufs,103,
path type of the worst setup path,input port to output port,
slew at the pin closest to its max-slew limit,1010,ps
number of inserted filler cells in the final layout,2872,
peak fanout along the critical path,9,
number of vias after detailed routing,14100,
total number of warnings across the stage logs,102,
FMAX,58.1,MHz
hold_buf cts,0,
final RePlAce weighted congestion,1.08,
critical path startpoint,b[10],
area delta synth->final,11.8,%
fin util,46.0,%
Crit path arrival time,11780,ps
worst hold path endpoint,y[4],
Clock buffer cells,0,
Critical path buffers and inverters,3,
die x size,169,um
initial antenna violation count,1,
per-stage QoR:
stage          cell area, um2  total power (uW)  worst slack (ps)  instances
2_1_floorplan           11200               157             12100       1630
3_3_place_gp            12500               259             10210       2035
3_5_place_dp            12500               257             10120       2035
4_1_cts                 12500               258             10140       2035
5_1_grt                 12500               283              9760       2035
6_report                12500               268              9980       2037
power by group through the flow:
stage     registers, uW  logic (uW)  clock network [uW]
6_report              0         268          0.00000173
5_1_grt               0         283                   0
4_1_cts               0         258                   0
cell type report:
| type | instances | area, um2 | area share (%) |
|---|---|---|---|
| diodes | 2 | 5.00 | 0.0400 |
| inverters | 89 | 334 | 2.67 |
| multi-input cells | 1420 | 10300 | 82.4 |
| well taps | 372 | 465 | 3.72 |
| repair buffers | 154 | 1390 | 11.1 |
layer usage:
| metal | wire length [um] | GRT usage, % | vias up | part of all wire (%) |
|---|---|---|---|---|
| met1 | 25400 | 58.2 | 6753 | 42 |
| met5 | 82 | 2.09 | - | 0.14 |
| met2 | 24700 | 60.5 | 922 | 41 |
| met3 | 7100 | 12.7 | 161 | 12 |
| met4 | 2840 | 15.9 | 4 | 4.7 |
| li1 | - | - | 6220 | - |
worst max-delay path by stage:
stage | slack (ps) | to
after CTS | 10140 | zero
after global routing | 9760 | zero
final | 9980 | zero
synth_stat cells (9+ instances only):
master    number  area [um2]
mux2_2        10         113
ha_1         134        1680
buf_1         10        37.5
o21a_1        16         120
a22oi_1       18         135
nor2_1       163         612
or3_1          9        56.3
nand2b_1      12        75.1
nand4_1       29         181
a221o_1        9        90.1
o22ai_1       15        93.8
a31oi_1       16         100
buf_4          9        67.6
mux2i_1       81         811
mux4_2        33         743
clkbuf_1      68         255
buf_2         27         135
o21ai_1       17        85.1
nor3_1        61         305
nand3_1       43         215
o31ai_1       15         113
nor2b_1       16         100
nand2_1      153         574
a221oi_1      11        96.3
and2_1        10        62.6
a21o_1        24         180
a21oi_1      132         661
o211ai_1      35         263
inv_1         83         312
o221ai_1      11        96.3
mux2_1        14         158
nor4_1        24         150
a211oi_1      28         210
xor2_1        16         140
o21ai_0       79         395
xnor2_1       44         385
kinds of logic after synthesis:
logic type	after synthesis	share of synthesized area (%)
adder cells (fa/ha/maj)	136	15.3
multiplexers	138	16.3
XOR/XNOR	60	4.70
buffers and inverters	210	8.12
AND/OR/NAND/NOR	576	25.1
AND-OR/OR-AND	510	30.5
No activity file was given, so power comes from the tool's default toggle rates.
